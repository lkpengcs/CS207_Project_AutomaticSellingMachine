==> flow/design.v <==
`timescale 1ns / 1ps
module bcd_converter(
input [7:0] binary,
output reg[3:0] tens,ones
    );
    integer i;
    always@(binary)
    begin
        tens=4'd0;
        ones=4'd0;
        for(i=7;i>=0;i=i-1)
        begin
            if(tens>=5)
                tens=tens+3;
            if(ones>=5)
                ones=ones+3;
            tens=tens<<1;
            tens[0]=ones[3];
            ones=ones<<1;
            ones[0]=binary[i];
        end
    end
endmodule
`timescale 1ns / 1ps
module debounce(
    input wire clk, nrst,
    input wire key_in,
    output reg key_out
    );
    localparam TIME_20MS = 1_000_000;
    reg [20:0] cnt;
    reg key_cnt;
    always @(posedge clk or negedge nrst) begin
        if(nrst == 0)
            key_out <= 0;
        else if(cnt == TIME_20MS - 1)
            key_out <= key_in;
    end
    always @(posedge clk or negedge nrst) begin
        if(nrst == 0)
            cnt <= 0;
        else if(key_cnt)
            cnt <= cnt + 1'b1;
        else
            cnt <= 0; 
    end
     always @(posedge clk or negedge nrst) begin
            if(nrst == 0)
                key_cnt <= 0;
            else if(key_cnt == 0 && key_in != key_out)
                key_cnt <= 1;
            else if(cnt == TIME_20MS - 1)
                key_cnt <= 0;
     end
endmodule
`timescale 1ns / 1ps
module paying (
input clk,clkout1,clkout2,clkout3,rst, 
input [3:0] key_value, 
input inmoney1,inmoney2,inmoney3,inmoney4, 
input ins1,ins2,ins3,ins4, 
input [7:0] nownum1,nownum2,nownum3,nownum4, 
output reg [7:0] newnum1,newnum2,newnum3,newnum4, 
output [7:0] segment_led,  
output [7:0] seg_en, 
output [6:0] led_en, 
output reg [7:0] require_money, 
output reg [7:0] sellnum1,sellnum2,sellnum3,sellnum4, 
output reg flag 
    );
    parameter [2:0]state_st=3'b001,state_select=3'b010,state_check=3'b011,state_time=3'b100,state_pay=3'b101,state_change=3'b110,state_return=3'b111;
    parameter item1=5'd4, item2=5'd9, item3=5'd13, item4=5'd17;
    reg [7:0]num1=8'd0,num2=8'd0,num3=8'd0,num4=8'd0;
    reg [7:0] paid_money; 
    reg [7:0] change; 
    reg [2:0] state; 
    reg not_enough; 
    reg [7:0]left_time=8'd30; 
    reg money_enough; 
    reg done; 
    reg timecount=1'b0; 
    reg left_flag=1'b1; 
    reg ifmoney1,ifmoney2,ifmoney3,ifmoney4; 
    reg pay_confirm,return_button; 
    reg num_confirm; 
    always@(posedge clk)
    begin
        case(key_value)
        4'd13: 
        begin
            num_confirm=1'b1;
            pay_confirm=1'b0;
            return_button=1'b0; 
        end
        4'd14: 
        begin
            pay_confirm=1'b1;
            num_confirm=1'b0;
            return_button=1'b0;
        end   
        4'd15: 
        begin
            return_button=1'b1;
            pay_confirm=1'b0;
            num_confirm=1'b0;
        end
        default:
        begin
            pay_confirm=1'b0;
            return_button=1'b0;
            num_confirm=1'b0;
        end
        endcase
    end
    wire money1,money2,money3,money4;
    wire s1,s2,s3,s4; 
    initial
        begin
            paid_money=8'd0;
            change=8'd0;
            not_enough=1'b0;
            money_enough=1'b1;
            done=1'b0;
            left_time=8'd30;
            left_flag=1'b1;
            num1=8'd0;
            num2=8'd0;
            num3=8'd0;
            num4=8'd0;
            flag=1'b0;
            require_money=8'd0;
            sellnum1=8'd0;
            sellnum2=8'd0;
            sellnum3=8'd0;
            sellnum4=8'd0;
            state=state_st;
        end
    debounce uu1(clk,rst,inmoney1,money1);
    debounce uu2(clk,rst,inmoney2,money2);
    debounce uu3(clk,rst,inmoney3,money3);
    debounce uu4(clk,rst,inmoney4,money4);
    debounce u_select1(clk,rst,ins1,s1);
    debounce u_select2(clk,rst,ins2,s2);
    debounce u_select3(clk,rst,ins3,s3);
    debounce u_select4(clk,rst,ins4,s4);
    always@(posedge clkout1)
        begin
            if((!num_confirm)&&(state==state_select))
            begin
                if(s1)
                num1=num1+8'd1;
                else
                num1=num1;
                if(s2)
                num2=num2+8'd1;
                else
                num2=num2;
                if(s3)
                num3=num3+8'd1;
                else
                num3=num3;
                if(s4)
                num4=num4+8'd1;
                else
                num4=num4;
            end
            else
            begin
                num1=8'd0;
                num2=8'd0;
                num3=8'd0;
                num4=8'd0;
            end
        end
    always@(posedge clkout1)
    begin
        if(timecount)
        begin
            left_time=left_time-1'b1;
        end
        else
        begin
            left_time=8'd30;
        end
    end
    always @ (posedge clkout1)
    begin
        if(timecount)
        begin
            if(money1)
            begin
                ifmoney1=1'b1;
            end
            else
            begin
                ifmoney1=1'b0;
            end               
            if(money2)
            begin
                ifmoney2=1'b1;
            end
            else
            begin
                ifmoney2=1'b0;
            end
            if(money3)
            begin
                ifmoney3=1'b1;
            end
            else
            begin
                ifmoney3=1'b0;
            end
            if(money4)
            begin
                ifmoney4=1'b1;
            end
            else
            begin
                ifmoney4=1'b0;
            end
            paid_money=paid_money+ifmoney1*(4'd1)+ifmoney2*(4'd2)+ifmoney3*(4'd5)+ifmoney4*(4'd10);
        end
        else
        begin
            paid_money=8'd0;
        end
    end
    always @(posedge clkout2)
    begin
    if(!rst)
    begin
        state=state_st;    
    end   
    else
    begin     
        case(state)
            state_st: 
            begin
                change=8'd0;
                timecount=1'b0;
                money_enough=1'b1;
                done=1'b0;
                newnum1=nownum1;
                newnum2=nownum2;
                newnum3=nownum3;
                newnum4=nownum4;
                flag=1'b0;
                require_money=8'd0;
                sellnum1=8'd0;
                sellnum2=8'd0;
                sellnum3=8'd0;
                sellnum4=8'd0;                
                if(left_flag) 
                begin
                    state=state_select;
                end
                else
                begin 
                    left_flag=1'b1;
                    not_enough=1'b0;
                    state=state_st;
                end
            end
            state_select:
            begin
                if((nownum1>=num1)&&(nownum2>=num2)&&(nownum3>=num3)&&(nownum4>=num4)) 
                begin
                    require_money=num1*item1+num2*item2+num3*item3+num4*item4; 
                    newnum1=nownum1-num1; 
                    newnum2=nownum2-num2;
                    newnum3=nownum3-num3;
                    newnum4=nownum4-num4;
                    sellnum1=nownum1-newnum1; 
                    sellnum2=nownum2-newnum2;
                    sellnum3=nownum3-newnum3;
                    sellnum4=nownum4-newnum4; 
                end
                else
                begin
                    left_flag=1'b0; 
                end
                if(num_confirm) 
                begin
                    state=state_check;
                end
                else
                begin
                    state=state_select;
                end
            end
            state_check:
            begin
                if(left_flag) 
                begin
                    state=state_time;
                end
                else 
                begin
                    not_enough=1'b1;
                    if(!return_button)
                        state=state_check;
                    else
                    begin
                        not_enough=1'b0;
                        left_flag=1'b1;
                        state=state_st;
                    end
                end
            end
            state_time:
            begin
                timecount=1'b1;
                if((pay_confirm)||(left_time==8'd0)) 
                begin
                    timecount=1'b0;
                    state=state_pay;
                end
                else
                begin
                    state=state_time;
                end
            end
            state_pay:
            begin
                if(paid_money>require_money-1'b1) 
                begin
                    timecount=1'b0;
                    change=paid_money-require_money;
                    flag=1'b1;  
                    done=1'b1;                 
                    state=state_return;
                end
                else 
                begin
                    timecount=1'b0;
                    change=paid_money;
                    state=state_change;
                end
            end
            state_change: 
            begin
                money_enough=1'b0;
                if(pay_confirm||(left_time<8'd1))
                begin
                state=state_change;
                end
                if(return_button)
                begin
                state=state_st;
                end
                else
                begin
                    state=state_change;
                end
            end
            state_return: 
            begin
                flag=1'b0;
                if(pay_confirm)
                begin
                state=state_return;
                end
                else
                begin
                state=state_st;
                end
            end
        endcase
        end
    end
    segment u0(clk,clkout1,clkout2,rst,
    num1,num2,num3,num4,
    paid_money,change,state,not_enough,left_time,money_enough,done,require_money,segment_led,seg_en,led_en);
endmodule
`timescale 1ns / 1ps
module segment
(
input clk,clkout1,clkout2,rst, 
input [7:0]num1,num2,num3,num4, 
input [7:0] paid_money, 
input [7:0] change, 
input [2:0] state, 
input not_enough, 
input [7:0]left_time, 
input money_enough, 
input done, 
input [7:0]require_money, 
output reg [7:0] segment_led,  
output reg [7:0] seg_en, 
output reg [6:0] led_en 
);
reg[7:0] seg [15:0];  
initial 
    begin
        seg[0] = 8'b11000000;    
        seg[1] = 8'b11111001;    
        seg[2] = 8'b10100100;    
        seg[3] = 8'b10110000;    
        seg[4] = 8'b10011001;    
        seg[5] = 8'b10010010;    
        seg[6] = 8'b10000010;    
        seg[7] = 8'b11111000;    
        seg[8] = 8'b10000000;    
        seg[9] = 8'b10010000;    
        seg[10]= 8'b10001000;    
        seg[11]= 8'b10000011;    
        seg[12]= 8'b11000110;    
        seg[13]= 8'b10100001;    
        seg[14]= 8'b10000110;    
        seg[15]= 8'b10001110;    
    end
wire [3:0] paid_money1,paid_money2,change1,change2,left_time1,left_time2,require_money1,require_money2;
bcd_converter uuu1(paid_money,paid_money1,paid_money2);
bcd_converter uuu2(change,change1,change2);
bcd_converter uuu3(left_time,left_time1,left_time2);
bcd_converter uuu4(require_money,require_money1,require_money2);
parameter [2:0]state_st=3'b001,state_select=3'b010,state_check=3'b011,state_time=3'b100,state_pay=3'b101,state_change=3'b110,state_return=3'b111;
reg [3:0]select_cnt=0;
always @ (posedge clkout2)
begin
    if(!rst)
    begin
        select_cnt=1'b0;
    end
    else if(select_cnt==4'd9)
    begin
        select_cnt=1'b0;
    end
    else
    begin
        select_cnt=select_cnt+1'b1;
    end
end
always @ (posedge clkout2)
begin
    if(rst)
    begin
    case(state)
    state_st:
    begin
        led_en=7'b0000000;
        seg_en=8'b1111_1111;
    end
    state_select: 
    begin
        led_en=7'b0000010;
        case(select_cnt)
            4'd1:
            begin
                seg_en=8'b0111_1111;
                segment_led=8'b1010_1011; 
            end
            4'd2:
            begin
                seg_en=8'b1011_1111;
                segment_led=8'b1110_0011; 
            end
            4'd3:
            begin
                seg_en=8'b1101_1111;
                segment_led=8'b1010_1011; 
            end
            4'd4:
            begin
                seg_en=8'b1110_1111;
                segment_led=seg[num1];
            end
            4'd5:
            begin
                seg_en=8'b1111_0111;
                segment_led=seg[num2];
            end
            4'd6:
            begin
                seg_en=8'b1111_1011;
                segment_led=seg[num3];
            end
            4'd7:
            begin
                seg_en=8'b1111_1101;
                segment_led=seg[num4];
            end                                    
            default:
            seg_en=8'b1111_1111;
        endcase            
    end
    state_check: 
    begin
    led_en=7'b0000100;
    if(not_enough) 
                    begin
                    case(select_cnt)
                    4'd1:
                    begin
                        seg_en=8'b0111_1111;
                        segment_led=8'b10001110; 
                    end
                    4'd2:
                    begin
                        seg_en=8'b1011_1111;
                        segment_led=8'b10001000; 
                    end
                    4'd3:
                    begin
                        seg_en=8'b1101_1111;
                        segment_led=8'b1111_1001; 
                    end
                    4'd4:
                    begin
                        seg_en=8'b1110_1111;
                        segment_led=8'b1100_0111; 
                    end
                    default:
                        seg_en=8'b1111_1111;
                    endcase  
                    end
    else
    begin
        seg_en=8'b1111_1111;
        segment_led=8'b1111_1111;
    end      
    end
    state_time:
    begin
        led_en=7'b0001000; 
        case(select_cnt) 
                4'd1:
                begin
                    seg_en=8'b0111_1111;
                    segment_led=seg[left_time1];
                end
                4'd2:
                begin
                    seg_en=8'b1011_1111;
                    segment_led=seg[left_time2];
                end
                4'd3:
                begin
                    seg_en=8'b1110_1111;
                    segment_led=seg[paid_money1];
                end
                4'd4:
                begin
                    seg_en=8'b1111_0111;
                    segment_led=seg[paid_money2];
                end
                4'd5:
                begin
                    seg_en=8'b1111_1101;
                    segment_led=seg[require_money1];
                end
                4'd6:
                begin
                    seg_en=8'b1111_1110;
                    segment_led=seg[require_money2];
                end
                default:
                    seg_en=8'b1111_1111;
                endcase       
    end
    state_pay:
    begin
        led_en=7'b0010000;
        seg_en=8'b1111_1111;
    end
    state_change: 
    begin
        led_en=7'b0100000;
        case(select_cnt)
                4'd1:
                begin
                    seg_en=8'b0111_1111;
                    segment_led=8'b1010_1111; 
                end
                4'd2:
                begin
                    seg_en=8'b1011_1111;
                    segment_led=8'b1000_0110; 
                end
                4'd3:
                begin
                    seg_en=8'b1101_1111;
                    segment_led=seg[change1];
                end
                4'd4:
                begin
                    seg_en=8'b1110_1111;
                    segment_led=seg[change2];
                end
                default:
                    seg_en=8'b1111_1111;
                endcase
    end
    state_return: 
    begin
        led_en=7'b1000000;
        case(select_cnt)
                        4'd1:
                        begin
                            seg_en=8'b0111_1111;
                            segment_led=8'b1010_1111; 
                        end
                        4'd2:
                        begin
                            seg_en=8'b1011_1111;
                            segment_led=8'b1000_0110; 
                        end
                        4'd3:
                        begin
                            seg_en=8'b1101_1111;
                            segment_led=seg[change1];
                        end
                        4'd4:
                        begin
                            seg_en=8'b1110_1111;
                            segment_led=seg[change2];
                        end
                               4'd5:
                               begin
                                   seg_en=8'b1111_0111;
                                   segment_led=8'b10100001; 
                               end
                               4'd6:
                               begin
                                   seg_en=8'b1111_1011;
                                   segment_led=8'b1010_0011; 
                               end
                               4'd7:
                               begin
                                   seg_en=8'b1111_1101;
                                   segment_led=8'b1010_1011; 
                               end
                               4'd8:
                               begin
                                   seg_en=8'b1111_1110;
                                   segment_led=8'b1000_0110; 
                               end
                        default:
                            seg_en=8'b1111_1111;
                        endcase
    end
    default:
        led_en=6'b000000;
    endcase
    end
    else
    begin
        led_en=6'b000000;
    end
end
endmodule
==> flow/run.sh <==
#!/bin/bash
# OpenROAD 26Q1-2900-gdf79404cd8, Yosys 0.63+post, stock flow scripts
make -C /OpenROAD-flow-scripts/flow DESIGN_CONFIG=/design/flow/config.mk WORK_HOME=/design/flow/orfs finish
==> flow/config.mk <==
export PLATFORM = sky130hd
export DESIGN_NAME = paying
export DESIGN_NICKNAME = paying
export VERILOG_FILES = /design/flow/design.v
export SDC_FILE = /design/flow/constraint.sdc
export NUM_CORES = 4
export LEC_CHECK = 1
export CORE_UTILIZATION = 50
==> flow/constraint.sdc <==
current_design paying

set clk_period 3.7
set clk_io_pct 0.2

create_clock -name clk0 -period $clk_period [get_ports {clk}]
create_clock -name clk1 -period $clk_period [get_ports {clkout1}]
create_clock -name clk2 -period $clk_period [get_ports {clkout2}]

set non_clock_inputs [all_inputs -no_clocks]
set_input_delay [expr $clk_period * $clk_io_pct] -clock clk0 $non_clock_inputs
set_output_delay [expr $clk_period * $clk_io_pct] -clock clk0 [all_outputs]
==> notes.md <==
Quick summary of the implementation run below.

The run finished, with violations left. The checks that failed: setup timing. The final report lists the setup-violating endpoint count as 11. The switching portion of total power comes to 0.319. The global-route wire length before repair came out at 98,500 µm. The count of unique library cells instantiated by Yosys is 98.

Pins over their slew limit in the final report were tallied at 0. The worst setup path is launched from a flip-flop. The worst setup path endpoint is u0.segment_led[4]. The cell total after placement is 3,742.

In this run, the synthesized area fraction spent on adder and majority cells is recorded as 0.123. The instance tally after logic synthesis came out at 2,655. The share of the Yosys chip area taken by registers is 0.363. The power per cell area came out at 393 mW/mm². The count of warnings emitted by yosys came out at 4. Hold repair after CTS inserted 0 buffers. The worst hold slack across all endpoints is 0.263 ns.

Across all setup checks in the final design, the least slack found is -2.80 ns. The maximum fanout encountered on the critical timing path came out at 4. The number of logged tool warnings is 70. The number of cell rows is 80. Setup repair after global routing could not meet its margin everywhere. The script logs the ratio of routed vias to standard cells as 5.32.

After synthesis, the share of flip-flops with an asynchronous set or reset is 0.530. The initial utilization of the core area, before any placement, comes to 0.510. The share of cells above drive strength 1 came out at 0.204. The highest supply drop recorded on VDD is 0.000623 V. The share of the synthesized area in the top cell type is 0.188.

The number of failing hold endpoints at the final stage is 0. Entering global routing, the biggest net connects 99 pins. The floorplan step defined a core boundary enclosing 0.0479 mm².

The commonest cells after synthesis are nor2_1, xnor2_1, nand2_1. The number of remaining DRC errors came out at 0. Of the total synthesized cell area, the portion taken by AND, OR, NAND and NOR gates is 0.206.

The count of fill cells added during filler insertion came out at 3,797. The worst hold-check path type is input port to asynchronous set/reset pin. The register area is 0.00888 mm².

The biggest combinational cell group after synthesis is simple AND/OR/NAND/NOR gates. The script logs the mean routed wire length per placed instance as 15.6 µm. The delay of the slowest cell on the worst path is 0.47 ns. In the final run the clock tree shows a worst skew of 0.0124 ns. The tree built by TritonCTS fans out to 347 sinks. Counting stages on the worst path, the most repeated cell is ha_4. The number of synthesized register bits is 347. The proportion of synthesized area in mux cells is 0.0247. The number of primary I/O pins came out at 145. The reg-to-reg critical path endpoint is u0.segment_led[4].

The number of antenna violations at the first check in global routing came out at 1. The max-capacitance violation count is 0. The final cell count without fillers is 3,815. The most common cell in the netlist is nor2_1.

The share of total power dissipated in combinational logic is 0.330. The clock-pin slew of the registers on the worst-case setup and hold paths is 0.08 ns. According to the timing report, the critical path is launched from require_money[5]. TritonCTS built the clock tree. The detailed-route wire length came out at 59,400 µm. The number of iterations in the first detailed-routing pass is 5. The placement report lists the number of port buffers as 139. The leakage power figure came out at 13.8 nW.

The worst register-to-register path has a depth of 37. The required time of the worst setup path is 3.84 ns. The xor/xnor share of the synthesized area came out at 0.104. Detailed placement ended at an HPWL of 45,400 µm. The via count of the first global-routing pass is 19,493. The OpenROAD report gives the critical path a data arrival time of 6.64 ns.

Per the gpl log, the routability congestion estimate is 0.936. The area fraction in compound gates after synthesis came out at 0.141. The die boundary width came out at 223 µm.

The total number of vias came out at 20,296. At the pin with the least slew margin, the transition time is 0.803 ns. The max-slew headroom at the worst pin is 0.461. The clock network fraction of total power is 0.281. Per the post-route antenna check, the number of violating nets is 0. The internal power is 8.38 mW. The mean post-synth cell area came out at 9.20 µm². The number of cells reported by Yosys stat comes to 2,655. The post-synth tally of flip-flops with integrated enable is 99. In the synthesized netlist the dominant register cell turns out to be dfrtp_1.

The register-to-register setup slack is -2.80 ns. The cell type that accounts for the most area after synthesis is dfrtp_1. The worst register-to-register path begins at require_money[5].

The die height came out at 223 µm. The sequential group share of total power came out at 0.389. The synthesis-to-finish area growth came out at 28.0%. STA classifies the critical path endpoint as a flip-flop. For this run the aggregate overflow at the end of global routing stands at 0. The combinational cell area excluding buffers and inverters is 0.0152 mm². The switching power is 3.92 mW. The chip occupies 0.0497 mm². Detailed-route iteration 0 reported a violation count of 1,115. The critical setup path kind is flip-flop to flip-flop. The critical-path cell with the highest stage delay is edfxtp_1. The synthesized cell area is 0.0244 mm². Sorting the synthesized cells by area gives the leading types as dfrtp_1, edfxtp_1, ha_1. Total power for the finished layout comes to 12.3 mW. The combined global-route utilization of all metal layers is 0.256. The area recorded from the Yosys report for this design is 0.0244 mm².
[worst min path at each step]
stage     start                end  slack [ns]  cells past startpoint
5_1_grt     rst  u_select3.cnt[20]        0.29                      1
4_1_cts     rst  u_select3.cnt[20]        0.27                      1
6_report    rst  u_select3.cnt[20]        0.26                      1
[metal layers]
layer	track usage	vias up	part of all wire
met1	0.413	9556	0.49
met3	0.0542	57	0.054
met5	0	-	0
li1	-	10314	-
met4	0.0387	0	0.018
met2	0.377	369	0.44
[cell usage in the layout, fill, tap and decap left out, drive strengths merged, types with 39 or more instances in the layout]
cell	n
nor3	49
edfxtp	99
o21ai	122
buf	430
a21oi	107
ha	185
nor2b	57
mux2i	39
inv	171
nand3	94
xnor2	206
dfrtp	184
dfxtp	64
xor2	81
clkdlybuf4s50	135
nand2	203
nor2	218
and3	48
a21o	61
and2	161
[cell families after synthesis]
kind of cell	Yosys count
AOI/OAI and AO/OA	508
xor gates and xnor gates	287
adders and majority gates	219
buffers and inverters	244
DFF	347
muxes	57
other	2
and+or+nand+nor	991
[worst max-delay path, delay by kind of cell, from the launching register on]
kind / cells / cell delay, ns
buffers and inverters: 5 / 0.42
AND-OR/OR-AND: 12 / 2.20
adder cells (fa/ha/maj): 7 / 1.16
XOR/XNOR: 3 / 0.44
flip-flops: 1 / 0.47
AND/OR/NAND/NOR: 10 / 1.56
[sequential cells by signal, summed over array words and instances, names as in the netlist, 21 cells and up]
name           count
u_select1.cnt     21
u_select2.cnt     21
u_select3.cnt     21
u_select4.cnt     21
uu1.cnt           21
uu2.cnt           21
uu3.cnt           21
uu4.cnt           21
[layout make-up]
cell class / instances / area share
clock inverters: 24 / 0.00932
multi-input cells: 2064 / 0.485
inverters: 162 / 0.0203
diodes: 1 / 0.0000800
repair buffers: 570 / 0.152
clock buffers: 32 / 0.0252
well taps: 615 / 0.0246
flip-flops and latches: 347 / 0.284
[per-stage QoR]
stage          utilization  setup TNS (ns)  setup WS, ns  cell area (µm²)
6_report             0.652          -20.80         -2.80            31300
2_1_floorplan            -          -27.05         -2.99            24800
4_1_cts              0.646          -20.82         -2.82            31000
3_3_place_gp         0.621          -48.16         -2.81            29800
3_5_place_dp         0.621          -52.86         -2.92            29800
5_1_grt              0.652          -23.79         -3.18            31300
[power by group through the flow]
stage / Sequential, mW / Combinational [mW] / Clock (mW)
final: 4.78 / 4.06 / 3.46
after global routing: 4.84 / 4.51 / 3.72
after CTS: 4.79 / 4.00 / 3.58
[what timing repair did]
item,4_1_cts,5_1_grt
setup buffers,11,6
gates cloned,0,1
pin swaps,22,44
endpoints found under the hold margin,0,0
setup endpoints to repair,49,87
gates resized,9,56
Power and IR drop assume default switching activity.
